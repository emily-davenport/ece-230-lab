==> flow/design.v <==
module four_bit_demux(
    input [1:0] Select,
    input [3:0] Signal,
    input Enable,
    output [3:0] A,
    output [3:0] B,
    output [3:0] C,
    output [3:0] D
);
    assign A = ((Select == 0 && Enable) ? Signal : 0);
    assign B = ((Select == 1 && Enable) ? Signal : 0);
    assign C = ((Select == 2 && Enable) ? Signal : 0);
    assign D = ((Select == 3 && Enable) ? Signal : 0);
endmodule
==> flow/run.sh <==
#!/bin/bash
# OpenROAD 26Q1-2900-gdf79404cd8, Yosys 0.63+post, stock flow scripts
make -C /OpenROAD-flow-scripts/flow DESIGN_CONFIG=/design/flow/config.mk WORK_HOME=/design/flow/orfs finish
==> flow/config.mk <==
export PLATFORM = sky130hd
export DESIGN_NAME = four_bit_demux
export DESIGN_NICKNAME = four_bit_demux
export VERILOG_FILES = /design/flow/design.v
export SDC_FILE = /design/flow/constraint.sdc
export NUM_CORES = 4
export LEC_CHECK = 1
export CORE_AREA = 10 10 70 70
export DIE_AREA = 0 0 80 80
==> flow/constraint.sdc <==
current_design four_bit_demux

set clk_period 1.0
set clk_io_pct 0.2

create_clock -name clk0 -period $clk_period

set non_clock_inputs [all_inputs -no_clocks]
set_input_delay [expr $clk_period * $clk_io_pct] -clock clk0 $non_clock_inputs
set_output_delay [expr $clk_period * $clk_io_pct] -clock clk0 [all_outputs]
==> job_summary.md <==
## PnR job results

| Metric | Value |
|---|---|
| Status | complete, but fails checks |
| Failing checks | setup timing |
| DIE WIDTH | 80 um |
| Largest net degree at the start of global routing | 17 |
| Final worst slack | -71.9 ps |
| Crit-path cells | buf_8 > buf_6 > buf_6 > and4bb_2 > buf_2 |
| Mapped Cells | 19 |
| # IOs | 23 |
| Dpl cells | 87 |
| Crit path max fanout | 5 |
| Power, Total | 0.000133 W |
| Crit path DRT | 800 ps |
| Layout area overhead | 152% |
| Mapped cell area | 199 um^2 |
| Fp util | 0.0582 |
| Antenna-violating nets left | 0 |
| Top cell by count, worst path | buf_6 |
| # Cells Yosys | 19 |
| Critical path class | primary input to output port |
| Vias per cell | 3.23 |
| RSZ-0062 raised after global routing | yes |
| Dominant logic cell type in the layout | buf_2 |
| Placer Congestion | 0.753 |
| Drt first pass iters | 4 |
| Fraction of layout cells with a size suffix above 1 | 0.673 |
| Residual DRC count | 0 |
| ANT cells | 0 |
| Chip area | 0.00640 mm^2 |
| Setup crit end kind | output port |
| Post-Layout Cell Count | 95 |
| Slowest-stage cell, CP | and4bb_2 |
| Gate Area | 165 um^2 |
| Seq. cell area | 0 um^2 |
| PwrDens | 266 mW/mm^2 |
| Fmax achieved | 933 MHz |
| Placed wire-length estimate | 750 um |
| Fin crit share | 1.07 |
| Total Routed Length | 1080 um |
| Post-synthesis sequential area ratio | 0 |
| Maxcap violations | 0 |
| Initial antenna violation count | 0 |
| Max transition margin | 0.940 |
| DR iter-0 viols | 2 |
| Minimum clock period | 1070 ps |
| DR WL/cell | 11.3 um |
| Vias | 307 |
| Leakage | 0.264 nW |
| VDD IR max | 0.0000423 V |
| Layout clock buffers | 0 |
| Yosys warning total | 0 |
| Final Max Slew Viols | 0 |
| Log Warnings | 34 |
| Count of cell types in the netlist | 5 |
| Total track usage | 0.0312 |
| Top cells excl fill/tap | 13 x buf_2, 10 x buf_6, 8 x and4b_1, 4 x and4_1, 3 x clkdlybuf4s15_2 |
| Global-route wire length before repair | 1670 um |
| Filler cell count | 390 |
| Std-Cell Core Area | 0.00342 mm^2 |
| DIE HEIGHT | 80 um |
| Slew @ Worst Pin | 89.6 ps |
| YS chip area | 199 um^2 |
| Vias in the first global route | 302 |
| Seq cells | 0 |
| Worst Hold Class | primary input to output port |
| Worst Path Arrival | 870 ps |
| Site Rows | 21 |
| Worst stage delay on the critical path | 260 ps |
| Port bufs | 23 |
| Total gr overflow | 0 |
| Fin. Hold Viols | 0 |
| Hold WS | 778 ps |
| Final Setup Violations | 7 |
| Avg Inst Size Synth | 10.5 um^2 |
| CP startpoint kind | primary input |
-- logic make-up (layout without fill, tap and decap cells) --
kind of cell | count (synthesis) | after routing | synth area share
buffers and inverters | 3 | 33 | 0.170
AND/OR/NAND/NOR | 16 | 16 | 0.830
-- synthesized netlist by cell type (all sizes together) --
cell type  instances  area share
and4b              8        0.40
and4               4        0.18
and4bb             4        0.25
buf                3        0.17
-- worst paths after layout --
kind | cells after the start | end | from
setup / recovery | 5 | A[2] | Select[0]
hold / removal | 3 | C[2] | Signal[2]
-- critical path: cells and delay by family --
kind          cells  cell delay, ps
buf+inv           4             410
simple gates      1             260
-- routing by layer --
| layer | vias to the layer above | share of wire | GRT usage |
|---|---|---|---|
| met5 | - | 0 | 0 |
| met4 | 0 | 0 | 0 |
| met3 | 0 | 0.20 | 0.0193 |
| met2 | 20 | 0.34 | 0.0441 |
| met1 | 138 | 0.46 | 0.0415 |
| li1 | 149 | - | - |
-- area by class of cell --
type                            instances  share of cell area
Timing Repair Buffer                   33               0.556
Tap cell                               46               0.115
Multi-Input combinational cell         16               0.329
-- stage by stage --
step | area, um^2 | setup TNS (ps) | setup WS, ps | util
after detailed placement | 468 | -13290 | -892 | 0.137
after CTS | 499 | -371 | -81.1 | 0.146
after floorplan | 199 | 0 | 304 | -
final | 502 | -304 | -71.9 | 0.147
after global placement | 468 | -12900 | -867 | 0.137
after global routing | 502 | -630 | -110 | 0.147
-- power breakdown --
| group | internal (W) | leakage (nW) | switching (W) |
|---|---|---|---|
| clock network | 0 | 0 | 0 |
| registers | 0 | 0 | 0 |
| logic | 0.0000889 | 0.264 | 0.0000445 |
| total | 0.0000889 | 0.264 | 0.0000445 |
-- what timing repair did --
item / 4_1_cts / 5_1_grt
hold buffers: 0 / 0
setup buffers: 6 / 0
resized: 85 / 6
gates cloned: 2 / 0
endpoints found under the setup margin: 16 / 15
pin swaps: 10 / 4
Power and IR drop assume default switching activity.
