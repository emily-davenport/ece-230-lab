## ./run.sh

```bash
#!/bin/bash
# OpenROAD 26Q1-2900-gdf79404cd8, Yosys 0.63+post, stock flow scripts
make -C /OpenROAD-flow-scripts/flow DESIGN_CONFIG=/design/flow/config.mk WORK_HOME=/design/flow/orfs finish
```

## ./config.mk

```make
export PLATFORM = sky130hd
export DESIGN_NAME = demultiplexer
export DESIGN_NICKNAME = demultiplexer
export VERILOG_FILES = /design/flow/design.v
export SDC_FILE = /design/flow/constraint.sdc
export NUM_CORES = 4
export LEC_CHECK = 1
export CORE_AREA = 10 10 70 70
export DIE_AREA = 0 0 80 80
```

## ./constraint.sdc

```tcl
current_design demultiplexer

set clk_period 1.0
set clk_io_pct 0.2

create_clock -name clk0 -period $clk_period

set non_clock_inputs [all_inputs -no_clocks]
set_input_delay [expr $clk_period * $clk_io_pct] -clock clk0 $non_clock_inputs
set_output_delay [expr $clk_period * $clk_io_pct] -clock clk0 [all_outputs]
```

## ./design.v

```verilog
module demultiplexer(
    input [7:0] data,
    input [1:0] sel,
    output reg [7:0] A,
    output reg [7:0] B,
    output reg [7:0] C,
    output reg [7:0] D
);
    always @(*) begin 
        case(sel)
            2'b00: {D, C, B, A} <= {8'b0, 8'b0, 8'b0, data}; 
            2'b01: {D, C, B, A} <= {8'b0, 8'b0, data, 8'b0};
            2'b10: {D, C, B, A} <= {8'b0, data, 8'b0, 8'b0};
            2'b11: {D, C, B, A} <= {data, 8'b0, 8'b0, 8'b0};
        endcase
    end
endmodule
module demux_one_bit(
    input data,
    input [1:0] sel,
    output reg A,
    output reg B,
    output reg C,
    output reg D
);
    always @(*) begin
       case(sel)
         2'b00: {D, C, B, A} <= {1'b0, 1'b0, 1'b0, data};
         2'b01: {D, C, B, A} <= {1'b0, 1'b0, data, 1'b0};
         2'b10: {D, C, B, A} <= {1'b0, data, 1'b0, 1'b0};
         2'b11: {D, C, B, A} <= {data, 1'b0, 1'b0, 1'b0};
       endcase
    end
endmodule
```

==> results.cfg <==
; flow metrics
[worst_setup_path]
slowest_delay_ns = 0.19
crit_start = sel[0]
cpMaxStageDelayCell = and3b_1
cp_cell_sequence = buf_12 > buf_12 > buf_6 > and3b_1 > buf_2
critical_path_required_ns = 0.80
worst_setup_path_start_kind = input port
crit_fanout = 8
worstSetupPathType = in2out
endpoint_kind = output port
path_delay_family = buffers and inverters
arrival_ns = 0.86
crit_buf_inv = 4
worst_path_most_repeated_cell = buf_12

[grt]
gr-total-overflow = 0
grt.total_usage = 0.0575
antenna_found_initial = 0
grt_first_pass_wirelength_um = 2980
grt_pass1_vias = 524
grt_max_degree = 9

[placed_design]
place_congestion = 0.714
place_area_um2 = 778
dp_hpwl_um = 1140
io_buffers = 42

[synthesis]
ys_seq_frac = 0
ys_chip_area_um2 = 320
common_cells = and3b_1 (14), and3_1 (8), nor3b_1 (8)
ys_warn_count = 1
syn_area_um2 = 320
synth_top_area_share = 0.383
ys_types = 5
ys_cells = 38
area_leaders = and3b_1 (38%), buf_6 (21%), nor3b_1 (19%)
avgSynthCellArea_um2 = 8.43
yosysMostFrequentCell = and3b_1
synth_cells = 38
top_area_cell = and3b_1

[power]
fin_total_pwr_mw = 0.335
ir_drop_mv = 0.190
pwr_density_cell_nw_per_um2 = 342
power.leakage_nw = 0.536

[job]
maxCapViolCount = 0
tool_warnings = 34

[final_timing]
relSlewSlack = 0.923
finalSetupViolations = 15
fin_crit_sh = 1.06
whs_ns = 0.740
fin_crit_ns = 1.06
grt_setup_unrepaired = yes
slew_violations = 0
fmax_mhz = 940
tns_ns = -0.413
layout_setup_ws_ns = -0.0639
tightest_slew_ns = 0.115
hold_viol_final = 0

[final_layout]
drive_gt1_frac = 0.813
nClkBuffers = 0
seq_cells = 0
fin_util = 0.287
fill_cells = 365
seq_area_um2 = 0
syn_to_final_growth_pct = 206
final_cell_area_um2 = 980
logic_area_um2 = 328

[status]
status = finished, violations left
violations = setup timing

[die]
chipArea_um2 = 6400
num_rows = 21
initial_core_util = 0.0938
core_um2 = 3420
dieHeight_um = 80
chipWidth_um = 80
ios = 42

[route]
drt_wl_total_um = 1970
drt-vias-per-instance = 3.73
wl_per_cell_um = 14.4
drt_iter0_drc = 17
drtPass1Iterations = 3
antenna_left = 0
vias = 511
diodes = 0
route.detailed.drc = 0

[hold_path]
hp-class = in2out
hold_start = data[1]
logic make-up after synthesis:
group / after synthesis / share of synthesized area
buffers and inverters: 6 / 0.211
and+or+nand+nor: 32 / 0.789
worst paths after layout:
kind | to | slack [ns] | cells after the start
max | C[3] | -0.06 | 5
min | B[1] | 0.74 | 3
through the flow:
stage / cells / worst slack (ns)
3_3_place_gp: 123 / -0.747
4_1_cts: 138 / -0.0528
3_5_place_dp: 123 / -0.756
2_1_floorplan: 38 / 0.333
6_report: 137 / -0.0639
5_1_grt: 137 / -0.0979
placed cells by master (no fill, tap or decap), drive strengths merged:
master          n
and3            8
and3b          16
buf            52
clkdlybuf4s15   7
nor3b           8
power breakdown:
group	switching (mW)	internal (mW)	total (mW)
combinational	0.106	0.229	0.335
clock	0	0	0
sequential	0	0	0
total	0.106	0.229	0.335
per-layer routing:
| layer | up-vias | GRT usage | wire, µm |
|---|---|---|---|
| met1 | 233 | 0.0778 | 918 |
| li1 | 250 | - | - |
| met2 | 28 | 0.0875 | 784 |
| met4 | 0 | 0 | 0 |
| met5 | - | 0 | 0 |
| met3 | 0 | 0.0250 | 271 |
area by class of cell:
type               instances  share of cell area
repair buffers            59               0.607
multi-input cells         32               0.335
well taps                 46              0.0587
repair_timing:
| action | in CTS | in global routing |
|---|---|---|
| endpoints found under the setup margin | 32 | 19 |
| resized | 164 | 7 |
| hold buffers | 0 | 0 |
| buffers inserted | 10 | 1 |
| gates cloned | 5 | 0 |
| pin swaps | 14 | 2 |
No activity file was given, so power comes from the tool's default toggle rates.
