<file path="./run.sh">
#!/bin/bash
# OpenROAD 26Q1-2900-gdf79404cd8, Yosys 0.63+post, stock flow scripts
make -C /OpenROAD-flow-scripts/flow DESIGN_CONFIG=/design/flow/config.mk WORK_HOME=/design/flow/orfs finish
</file>
<file path="./config.mk">
export PLATFORM = sky130hd
export DESIGN_NAME = four_bit_mux
export DESIGN_NICKNAME = four_bit_mux
export VERILOG_FILES = /design/flow/design.v
export SDC_FILE = /design/flow/constraint.sdc
export NUM_CORES = 4
export LEC_CHECK = 1
export CORE_AREA = 10 10 70 70
export DIE_AREA = 0 0 80 80
</file>
<file path="./constraint.sdc">
current_design four_bit_mux

set clk_period 1.9
set clk_io_pct 0.2

create_clock -name clk0 -period $clk_period

set non_clock_inputs [all_inputs -no_clocks]
set_input_delay [expr $clk_period * $clk_io_pct] -clock clk0 $non_clock_inputs
set_output_delay [expr $clk_period * $clk_io_pct] -clock clk0 [all_outputs]
</file>
<file path="./design.v">
module four_bit_mux(
    input [1:0] Select,
    input [15:0] Signal,
    input Enable,
    output [3:0] Y
);
    assign Y = (Enable == 0 ? 0            :
                Select == 0 ? Signal[3:0]  :
                Select == 1 ? Signal[7:4]  :
                Select == 2 ? Signal[11:8] :
                              Signal[15:12]);
endmodule
</file>
==> results.tsv <==
metric	value	unit
status	completed	
die_area	6400	sq um
seq_cell_count	0	
switching_share	28.62	%
wl	948	um
ys_top_cells_by_area	mux2i_1 63%, o22ai_1 20%, buf_6 8.9%, nand2b_1 5.0%, nand2_1 3.0%	
ioPinCount	23	
utilization	12.60	%
cp-endpoint	Y[1]	
fin_crit	1694	ps
antenna_found_initial	0	
drc	0	
overflow	0	
finalCritPeriodShare	89.13	%
fp_util	3.700	%
p_int	55.76	uW
vias	216	
yosysCellCount	15	
warnings	32	
drv_cap	0	
routed_via_density	2.571	
peakVddDrop	0.06069	mV
clockBufferCount	0	
grt_pass1_vias	266	
p_per_area	181.5	nW/um^2
p_switching	22.36	uW
start_kind	primary input	
relSlewSlack	89.20	%
port_buffers	23	
comb_area	131.4	sq um
yosys.stat.seqShare	0	%
wl_per_cell	11.29	um
syn_area	126.4	sq um
ant_nets	0	
min_path_type	in -> out	
route.antenna.diode_count	0	
worstPathArrival	1310	ps
drive_above_1_share	10.53	%
drtIter0Drc	3	
p_leak	0.0001806	uW
grt_max_degree	9	
fmax	590.5	MHz
synth_warnings	0	
largest_area_cell	mux2i_1	
tightest_slew	157.4	ps
die_w	80	um
worst_setup_path_end_kind	output pin	
gp_congestion	0.7848	
setup.worst_path.start	Select[0]	
setup_violations	0	
regArea	0	sq um
finalWorstSetupSlack	206.4	ps
fp.coreArea	3416	sq um
synth_cells	15	
rsz0062_at_grt	no	
avgSynthCellArea	8.425	sq um
syn2layout_area_growth	240.6	%
drtPass1Iterations	2	
cp_max_fo	8	
cp.required	1520	ps
die_y	80	um
place_inst	84	
grt_pass1_wl	1455	um
grt_usage	2.863	%
hold_violations	0	
power_frac_comb	100.0	%
synth_cell_types	5	
critPathKind	in -> out	
p_total	78.12	uW
num_rows	21	
num-fill-cells	409	
pre_cts_ws	-262.0	ps
yosys_area	126.4	sq um
fin_cells	84	
final_max_slew_viol_count	0	
clkPwrFrac	0	%
top_cell_area_share	63.37	%
seqPwrFrac	0	%
synthesized netlist by cell type:
cell type	instances
o22ai_1	4
mux2i_1	8
buf_6	1
nand2_1	1
nand2b_1	1
placed cells by master, fill, tap and decap left out:
cell and n:
nand2_2 1, o22ai_2 1, dlygate4sd2_1 7, buf_12 1, mux2i_1 8, nand2b_4 1, o22ai_1 3, clkdlybuf4s50_1 16
stage by stage:
step	TNS, ps	cell area [sq um]	hold slack, ps
2_1_floorplan	0	126.4	854.7
3_3_place_gp	-987.0	422.9	1806
3_5_place_dp	-976.9	422.9	1797
4_1_cts	0	430.4	1404
5_1_grt	0	430.4	1440
6_report	0	430.4	1396
layout make-up:
type | count | share of cell area [%]
timing repair buffer | 24 | 56.10
tap | 46 | 13.37
multi-input combinational | 14 | 30.52
power by group through the flow:
| stage | clock network, uW | registers [uW] | logic (uW) |
|---|---|---|---|
| 5_1_grt | 0 | 0 | 84.0 |
| 4_1_cts | 0 | 0 | 79.5 |
| 6_report | 0 | 0 | 78.1 |
kinds of logic (layout without fill, tap and decap cells):
kind of cell / after synthesis / count (layout) / share of synthesized area (%)
mux: 8 / 8 / 63.37
compound gates: 4 / 4 / 19.80
simple gates: 2 / 2 / 7.921
buf+inv: 1 / 24 / 8.910
metal layers:
metal	up-vias	share of wire [%]	GRT usage (%)
li1	107	-	-
met4	0	0	0
met5	-	0	0
met1	99	41	3.362
met3	0	8.8	1.023
met2	10	50	5.136
repair_timing:
action,in CTS,in global routing
buffers inserted,0,0
hold buffers,0,0
resized,10,0
hold endpoints to repair,0,0
setup endpoints to repair,4,0
critical path: stages:
cell	delay, ps
dlygate4sd2_1	240
buf_12	140
mux2i_1	210
o22ai_2	100
dlygate4sd2_1	250
worst min path at each step:
| stage | startpoint | to | slack, ps | cells after the start |
|---|---|---|---|---|
| final | Select[1] | Y[1] | 1400 | 4 |
| after CTS | Select[1] | Y[1] | 1400 | 4 |
| after global routing | Select[1] | Y[1] | 1440 | 4 |
Power figures rest on the tool's default switching activity, not on a simulated workload.
